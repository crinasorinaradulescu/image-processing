<file path="design/flow/run.sh">
#!/bin/bash
# OpenROAD 26Q1-2900-gdf79404cd8, Yosys 0.63+post, stock flow scripts
make -C /OpenROAD-flow-scripts/flow DESIGN_CONFIG=/design/flow/config.mk WORK_HOME=/design/flow/orfs finish
</file>
<file path="design/flow/config.mk">
export PLATFORM = sky130hd
export DESIGN_NAME = base2_to_base3
export DESIGN_NICKNAME = base2_to_base3
export VERILOG_FILES = /design/flow/design.v
export SDC_FILE = /design/flow/constraint.sdc
export NUM_CORES = 4
export LEC_CHECK = 1
export CORE_UTILIZATION = 40
</file>
<file path="design/flow/constraint.sdc">
current_design base2_to_base3

set clk_period 7.7
set clk_io_pct 0.2

create_clock -name clk0 -period $clk_period [get_ports {clk}]

set non_clock_inputs [all_inputs -no_clocks]
set_input_delay [expr $clk_period * $clk_io_pct] -clock clk0 $non_clock_inputs
set_output_delay [expr $clk_period * $clk_io_pct] -clock clk0 [all_outputs]
</file>
<file path="design/flow/design.v">
`timescale 1ns / 1ps
module base2_to_base3 #(
        parameter width      = 16,
        parameter base       = 3,
        parameter base_width = 2  
    )(
        output reg [base_width*width - 1 : 0] base3_no,
        output reg                                done,
        input                 [width - 1 : 0] base2_no,
        input                                       en,
        input                                      clk
    );
    reg  [1:0] state = 0, next_state = 0;
    reg  [4:0] i;
    reg [15:0] x;
    wire [width-1:0] Q;
    wire [width-1:0] R;
	reg  [width-1:0] N;
	reg  [width-1:0] D=base;
    div_algo #(width) div (.Q(Q), .R(R), .N(N), .D(D));
    always @(posedge clk) begin       
        case(state)
            0: begin
                i                <= 0;
                done             <= 0;
                base3_no         <= 0;
                x                <= en ? base2_no : 0;
                state            <= en ? 1 : 0;
            end
            1: begin
                N                <= x;
                state            <= 1 + 1;
            end
            1+1: begin
                if (x) begin
                    i                <= i + 1;
                    x                <= Q;
                    base3_no[2*i+:2] <= R[1:0];
                    state            <= 1;
                end else begin
                      state          <= 3;
                end
            end
            3: begin
                done             <= 1;
                state            <= 0;
            end
        endcase
    end
endmodule
`timescale 1ns / 1ps
module div_algo # (
			parameter WIDTH = 16
		) (
		output [WIDTH-1:0] Q,
		output [WIDTH-1:0] R,
		input  [WIDTH-1:0] N,
		input  [WIDTH-1:0] D
    );
	assign Q = N/D;
	assign R = N%D;
endmodule
</file>
==> reports/metrics.cfg <==
[clocking]
clockRootBuffer = clkbuf_16
cts-buffers-inserted = 9
cts_hold_buf = 0
cts_resized = 0
clockBufferDepth = 2
clkSinkCount = 72
h-tree-depth = 3
insertion_delay_ns = 0.33
cts_tree = done
path_clk_slew_ns = 0.06
cts_setup_buffers = 0

[synth]
synthCells = 581
synth_top_area_share_pct = 41.1
syn_area_um2 = 5110
ys_cells = 581
top_cells_by_area = edfxtp_1 41%, nand2_1 6.7%, nor2_1 4.9%
edf_count = 70
ys_seq_share_pct = 41.9
yosysChipArea_um2 = 5110
synth-main-ff-cell = edfxtp_1
synth_warnings = 1
async_flop_share_pct = 0
synth_area_per_cell_um2 = 8.79
yosys.area.top_type = edfxtp_1
ys.flops = 72
ys_types = 68

[worst_setup_path]
cp_slowest_cell = edfxtp_1
r2r_setup_slack_ns = 1.06
crit_path_start_kind = flop
worstRegToRegCells = 20
regToRegEndpoint = base3_no[3]
path_cells = or4b_4 -> mux2i_4 -> a2bb2oi_4 -> or2_1 -> o31ai_1 -> nor4_1 -> a21o_1 -> nor2_1 -> o32ai_2 -> nand3_1 -> ha_1 -> nor4b_1 -> a22oi_2 -> a21o_1 -> ha_1 -> inv_1 -> a21oi_1 -> o31a_1 -> a41oi_1 -> o31ai_1
reg2reg_from = N[14]
arrival_ns = 6.79
cp_slowest_stage_delay_ns = 0.68
end_kind = flop
critPathMaxFanout = 24
cp_data_required_time_ns = 7.84
crit_type = flop to flop

[route]
drtIter0Drc = 443
vias = 4558
diodes = 0
dr.pass1.iters = 5
post_drt_wl_per_cell_um = 16.5
drt-vias-per-instance = 5.84
totalWireLength_mm = 12.9
drc = 0
detail-route-antenna-nets = 0

[flow_run]
warnings = 29
cap_violations = 0

[sta]
tightest_slew_ns = 0.842
setup_viol_count_final = 0
skew_ns = 0.00555
tns_ns = 0
max_freq_mhz = 151
grt_setup_unrepaired = false
post-route-min-period_ns = 6.64
slew-limit-headroom_pct = 43.9
period_used_pct = 86.3
hold_viol = 0
drv_slew = 0

[global_routing]
first_global_vias = 4166
grt_pass1_wl_mm = 20.8
antenna_found_initial = 0
grt_overflow = 0
grt_use_total_pct = 20.7
grt_max_degree = 74

[hold_path]
hold_class = flop to flop
hold_path_depth = 0
worstHoldEndpoint = N[3]
hp-start = x[3]

[floorplan]
die_area_um2 = 13200
die_w_um = 115
die_h_um = 115
io_pins = 51
fp_util_pct = 41.8
std_cell_rows = 40
core_area_um2 = 12200

[run_status]
status = finished, final reports clean

[placed_design]
dp_cells = 764
dpl.hpwl_mm = 8.68
place_congestion = 0.915
port_buffers = 50

[cells_and_area]
area_growth_pct = 17.3
fin_util_pct = 49.1
comb_area_um2 = 2710
seq_area_um2 = 2140
fin_cells = 780
drive_gt1_share_pct = 6.70
fill_cells = 1163

[flip-flops by register name, summed over array words and instances, names as in the netlist]
signal	flops
x	16
N	16
i	5
base3_no	32
done	1
state	2
[logic make-up (layout without fill, tap and decap cells)]
family | count (synthesis) | after routing | share of synthesized area (%)
adders and majority gates | 9 | 9 | 2.20
AOI/OAI and AO/OA | 179 | 179 | 25.3
muxes | 1 | 1 | 0.441
and+or+nand+nor | 243 | 243 | 22.0
buffers and inverters | 61 | 92 | 5.22
xor gates and xnor gates | 16 | 16 | 2.89
DFF | 72 | 72 | 41.9
[cell usage in the layout (no fill, tap or decap), types with 3 or more instances in the layout]
cell type and count:
xor2_1 4, a32o_1 3, a21o_1 7, nor3b_1 4, a221oi_1 3, nand3_1 23
nor2_1 66, clkdlybuf4s50_1 50, edfxtp_1 70, nor3_1 12, or3_1 5, nor2b_1 4
nor4_1 4, o21a_1 4, and3_1 3, o31ai_1 22, nand2b_1 6, a311oi_1 3
xnor2_1 11, buf_4 6, nand2_1 91, a211o_1 3, inv_1 20, a31oi_1 7
clkbuf_16 9, and2_1 5, o211ai_1 5, o21ai_0 35, a22o_1 3, a41oi_1 16
a21oi_1 23, ha_1 8, o22ai_1 25
[metrics by stage]
step | cell area (um^2) | worst slack [ns] | hold slack, ns
after floorplan | 5110 | 2.36 | 0.417
after global placement | 5680 | 1.30 | 0.425
after detailed placement | 5680 | 1.14 | 0.432
after CTS | 5990 | 1.09 | 0.446
after global routing | 5990 | 0.466 | 0.452
final | 5990 | 1.06 | 0.443
[worst max-delay path, delay by kind of cell (launching register included)]
kind	cells	cell delay, ns
and+or+nand+nor	6	2.17
adders and majority gates	2	0.64
AOI/OAI and AO/OA	10	2.68
buffers and inverters	1	0.07
DFF	1	0.68
muxes	1	0.21
[layout make-up]
| type | count | share of cell area (%) |
|---|---|---|
| multi-input cells | 448 | 45.2 |
| well taps | 168 | 3.51 |
| inverters | 20 | 1.25 |
| repair buffers | 56 | 9.10 |
| flip-flops and latches | 72 | 35.7 |
| clock inverters | 4 | 0.877 |
| clock buffers | 12 | 4.28 |
[routing by layer]
metal,track usage [%],wire (um),share of wire (%)
met5,0,0,0
met3,4.93,848,6.6
met2,29.1,5650,44
met1,34.7,6250,48
met4,3.29,144,1.1
[worst max-delay path by stage]
stage / startpoint / endpoint / slack (ns) / cells past startpoint
CTS: N[14] / base3_no[3] / 1.09 / 20
global route: N[13] / base3_no[3] / 0.47 / 21
finish: N[14] / base3_no[3] / 1.06 / 20
[cell usage after synthesis, types with 5 or more instances]
cell / n
a21o_1: 7
ha_1: 9
a31oi_1: 7
o211ai_1: 5
o22ai_1: 25
o21ai_0: 35
clkbuf_1: 28
nor3_1: 13
a21oi_1: 23
nor2_1: 67
edfxtp_1: 70
nand3_1: 23
and2_1: 5
inv_1: 20
o31ai_1: 22
buf_2: 6
nand2_1: 91
nand2b_1: 6
xnor2_1: 11
a41oi_1: 16
or3_1: 5
